## flow/run.sh

```bash
#!/bin/bash
# OpenROAD 26Q1-2900-gdf79404cd8, Yosys 0.63+post, stock flow scripts
make -C /OpenROAD-flow-scripts/flow DESIGN_CONFIG=/design/flow/config.mk WORK_HOME=/design/flow/orfs finish
```

## flow/config.mk

```make
export PLATFORM = sky130hd
export DESIGN_NAME = text_renderer_enhanced
export DESIGN_NICKNAME = text_renderer_enhanced
export VERILOG_FILES = /design/flow/design.v
export SDC_FILE = /design/flow/constraint.sdc
export NUM_CORES = 4
export LEC_CHECK = 1
export CORE_UTILIZATION = 50
```

## flow/constraint.sdc

```tcl
current_design text_renderer_enhanced

set clk_period 4.0
set clk_io_pct 0.2

create_clock -name clk0 -period $clk_period [get_ports {clk}]

set non_clock_inputs [all_inputs -no_clocks]
set_input_delay [expr $clk_period * $clk_io_pct] -clock clk0 $non_clock_inputs
set_output_delay [expr $clk_period * $clk_io_pct] -clock clk0 [all_outputs]
```

## flow/design.v

```verilog
module text_renderer_enhanced #(
    parameter H_ACTIVE = 640,
    parameter V_ACTIVE = 480,
    parameter SCALE = 4      
)(
    input wire clk,
    input wire [9:0] x, y,
    input wire [4:0] hour,
    input wire [5:0] min,
    input wire [5:0] sec,
    input wire [7:0] count,      
    input wire led1,            
    input wire led2,            
    output reg [7:0] r, g, b
);
    reg [4:0] char_code;   
    reg [2:0] row;
    wire [7:0] bitmap;
    (* keep = "true" *) font_rom font (
        .char_code(char_code),
        .row(row),
        .bitmap(bitmap)
    );
    localparam TEXT_X1 = (H_ACTIVE - 8 * 8 * SCALE) / 2;    
    localparam TEXT_X2 = (H_ACTIVE - 10 * 8 * SCALE) / 2;   
    localparam TEXT_X3 = (H_ACTIVE - 14 * 8 * SCALE) / 2;   
    localparam TEXT_Y1 = V_ACTIVE / 4;                      
    localparam TEXT_Y2 = V_ACTIVE / 2;                      
    localparam TEXT_Y3 = (V_ACTIVE * 3) / 4;                
    reg [4:0] chars_time [0:7];     
    reg [4:0] chars_count [0:9];    
    reg [4:0] chars_led [0:13];     
    always @(posedge clk) begin
        chars_time[0] <= (hour / 10) % 10;
        chars_time[1] <= (hour % 10);
        chars_time[2] <= 5'd10;  
        chars_time[3] <= (min / 10) % 10;
        chars_time[4] <= (min % 10);
        chars_time[5] <= 5'd10;  
        chars_time[6] <= (sec / 10) % 10;
        chars_time[7] <= (sec % 10);
        chars_count[0] <= 5'd14;   
        chars_count[1] <= 5'd15;   
        chars_count[2] <= 5'd16;   
        chars_count[3] <= 5'd17;   
        chars_count[4] <= 5'd18;   
        chars_count[5] <= 5'd13;   
        chars_count[6] <= 5'd19;   
        chars_count[7] <= 5'd13;   
        chars_count[8] <= (count / 10) % 10;   
        chars_count[9] <= count % 10;          
        chars_led[0] <= 5'd20;   
        chars_led[1] <= 5'd21;   
        chars_led[2] <= 5'd22;   
        chars_led[3] <= 5'd1;    
        chars_led[4] <= 5'd10;   
        chars_led[5] <= led1 ? 5'd23 : 5'd24;   
        chars_led[6] <= 5'd13;   
        chars_led[7] <= 5'd20;   
        chars_led[8] <= 5'd21;   
        chars_led[9] <= 5'd22;   
        chars_led[10] <= 5'd2;   
        chars_led[11] <= 5'd10;  
        chars_led[12] <= led2 ? 5'd23 : 5'd24;  
        chars_led[13] <= 5'd13;  
    end
    wire in_text_area1 = (x >= TEXT_X1) && (x < TEXT_X1 + 8 * 8 * SCALE) && 
                         (y >= TEXT_Y1) && (y < TEXT_Y1 + 8 * SCALE);
    wire in_text_area2 = (x >= TEXT_X2) && (x < TEXT_X2 + 10 * 8 * SCALE) && 
                         (y >= TEXT_Y2) && (y < TEXT_Y2 + 8 * SCALE);
    wire in_text_area3 = (x >= TEXT_X3) && (x < TEXT_X3 + 14 * 8 * SCALE) && 
                         (y >= TEXT_Y3) && (y < TEXT_Y3 + 8 * SCALE);
    wire [4:0] char_index1 = in_text_area1 ? ((x - TEXT_X1) / (8 * SCALE)) & 5'h1F : 5'h0;
    wire [2:0] font_col1 = ((x - TEXT_X1) % (8 * SCALE)) / SCALE;
    wire [2:0] font_row1 = ((y - TEXT_Y1) % (8 * SCALE)) / SCALE;
    wire [4:0] char_index2 = in_text_area2 ? ((x - TEXT_X2) / (8 * SCALE)) & 5'h1F : 5'h0;
    wire [2:0] font_col2 = ((x - TEXT_X2) % (8 * SCALE)) / SCALE;
    wire [2:0] font_row2 = ((y - TEXT_Y2) % (8 * SCALE)) / SCALE;
    wire [4:0] char_index3 = in_text_area3 ? ((x - TEXT_X3) / (8 * SCALE)) & 5'h1F : 5'h0;
    wire [2:0] font_col3 = ((x - TEXT_X3) % (8 * SCALE)) / SCALE;
    wire [2:0] font_row3 = ((y - TEXT_Y3) % (8 * SCALE)) / SCALE;
    reg [2:0] font_col_d;
    reg text_active1_d, text_active2_d, text_active3_d;
    reg [4:0] char_index_d;   
    reg [7:0] bitmap_d;
    always @(posedge clk) begin
        if (in_text_area1 && char_index1 < 8) begin
            char_code <= chars_time[char_index1];
            row <= font_row1;
            font_col_d <= font_col1;
            text_active1_d <= 1'b1;
            text_active2_d <= 1'b0;
            text_active3_d <= 1'b0;
            char_index_d <= char_index1;
        end else if (in_text_area2 && char_index2 < 10) begin
            char_code <= chars_count[char_index2];
            row <= font_row2;
            font_col_d <= font_col2;
            text_active1_d <= 1'b0;
            text_active2_d <= 1'b1;
            text_active3_d <= 1'b0;
            char_index_d <= char_index2;
        end else if (in_text_area3 && char_index3 < 14) begin
            char_code <= chars_led[char_index3];
            row <= font_row3;
            font_col_d <= font_col3;
            text_active1_d <= 1'b0;
            text_active2_d <= 1'b0;
            text_active3_d <= 1'b1;
            char_index_d <= char_index3;
        end else begin
            char_code <= 5'd0;
            row <= 3'd0;
            font_col_d <= 3'd0;
            text_active1_d <= 1'b0;
            text_active2_d <= 1'b0;
            text_active3_d <= 1'b0;
            char_index_d <= 5'd0;
        end
        bitmap_d <= bitmap;
    end
    reg [7:0] color_counter;
    always @(posedge clk) begin
        color_counter <= color_counter + 8'd1;
    end
    always @(posedge clk) begin
        r <= 8'h00;
        g <= 8'h00;
        b <= 8'h00;
        if (text_active1_d && bitmap_d[7 - font_col_d]) begin
            r <= 8'hFF;   
            g <= 8'hFF;   
            b <= 8'hFF;   
        end else if (text_active2_d && bitmap_d[7 - font_col_d]) begin
            r <= 8'hFF;   
            g <= 8'hFF;   
            b <= 8'h00;   
        end else if (text_active3_d && bitmap_d[7 - font_col_d]) begin
            r <= 8'h00;   
            g <= 8'hFF;   
            b <= 8'h00;   
        end
    end
endmodule
module font_rom (
    input  wire [3:0] char_code,    
    input  wire [2:0] row,          
    output reg [7:0] bitmap         
);
    always @(*) begin
        bitmap = 8'b00000000;   
        case (char_code)
            4'd0: case (row)
                0: bitmap = 8'b00111100;
                1: bitmap = 8'b01100110;
                2: bitmap = 8'b01101110;
                3: bitmap = 8'b01110110;
                4: bitmap = 8'b01100110;
                5: bitmap = 8'b01100110;
                6: bitmap = 8'b00111100;
                7: bitmap = 8'b00000000;
            endcase
            4'd1: case (row)
                0: bitmap = 8'b00011000;
                1: bitmap = 8'b00111000;
                2: bitmap = 8'b00011000;
                3: bitmap = 8'b00011000;
                4: bitmap = 8'b00011000;
                5: bitmap = 8'b00011000;
                6: bitmap = 8'b01111110;
                7: bitmap = 8'b00000000;
            endcase
            4'd2: case (row)
                0: bitmap = 8'b00111100;
                1: bitmap = 8'b01100110;
                2: bitmap = 8'b00000110;
                3: bitmap = 8'b00001100;
                4: bitmap = 8'b00110000;
                5: bitmap = 8'b01100000;
                6: bitmap = 8'b01111110;
                7: bitmap = 8'b00000000;
            endcase
            4'd3: case (row)
                0: bitmap = 8'b00111100;
                1: bitmap = 8'b01100110;
                2: bitmap = 8'b00000110;
                3: bitmap = 8'b00011100;
                4: bitmap = 8'b00000110;
                5: bitmap = 8'b01100110;
                6: bitmap = 8'b00111100;
                7: bitmap = 8'b00000000;
            endcase
            4'd4: case (row)
                0: bitmap = 8'b00001100;
                1: bitmap = 8'b00011100;
                2: bitmap = 8'b00111100;
                3: bitmap = 8'b01101100;
                4: bitmap = 8'b01111110;
                5: bitmap = 8'b00001100;
                6: bitmap = 8'b00001100;
                7: bitmap = 8'b00000000;
            endcase
            4'd5: case (row)
                0: bitmap = 8'b01111110;
                1: bitmap = 8'b01100000;
                2: bitmap = 8'b01111100;
                3: bitmap = 8'b00000110;
                4: bitmap = 8'b00000110;
                5: bitmap = 8'b01100110;
                6: bitmap = 8'b00111100;
                7: bitmap = 8'b00000000;
            endcase
            4'd6: case (row)
                0: bitmap = 8'b00111100;
                1: bitmap = 8'b01100000;
                2: bitmap = 8'b01111100;
                3: bitmap = 8'b01100110;
                4: bitmap = 8'b01100110;
                5: bitmap = 8'b01100110;
                6: bitmap = 8'b00111100;
                7: bitmap = 8'b00000000;
            endcase
            4'd7: case (row)
                0: bitmap = 8'b01111110;
                1: bitmap = 8'b00000110;
                2: bitmap = 8'b00001100;
                3: bitmap = 8'b00011000;
                4: bitmap = 8'b00110000;
                5: bitmap = 8'b00110000;
                6: bitmap = 8'b00110000;
                7: bitmap = 8'b00000000;
            endcase
            4'd8: case (row)
                0: bitmap = 8'b00111100;
                1: bitmap = 8'b01100110;
                2: bitmap = 8'b01100110;
                3: bitmap = 8'b00111100;
                4: bitmap = 8'b01100110;
                5: bitmap = 8'b01100110;
                6: bitmap = 8'b00111100;
                7: bitmap = 8'b00000000;
            endcase
            4'd9: case (row)
                0: bitmap = 8'b00111100;
                1: bitmap = 8'b01100110;
                2: bitmap = 8'b01100110;
                3: bitmap = 8'b00111110;
                4: bitmap = 8'b00000110;
                5: bitmap = 8'b00000110;
                6: bitmap = 8'b00111100;
                7: bitmap = 8'b00000000;
            endcase
            4'd10: case (row)  
                0: bitmap = 8'b00000000;
                1: bitmap = 8'b00000000;
                2: bitmap = 8'b00011000;
                3: bitmap = 8'b00011000;
                4: bitmap = 8'b00000000;
                5: bitmap = 8'b00011000;
                6: bitmap = 8'b00011000;
                7: bitmap = 8'b00000000;
            endcase
            default: bitmap = 8'b00000000;
        endcase
    end
endmodule
```

==> summary.txt <==
Flow results follow.

The classification of the worst-slack hold path is reg -> reg. The hold-fix buffer count after cts is 0. The start-to-end type of the worst setup path is in -> reg. Traced cell by cell, the critical path runs through clkdlybuf4s50_1, or2_4, ha_1, nor2b_1, buf_4, a21oi_1, o22ai_1, a211oi_1, nor3_1, or3_1, o31ai_1, a21oi_1, ha_1, a211o_1, o21ai_1. The pre-antenna-repair detailed-routing pass consisted of 4 iterations.

The overall die size recorded for this design is 11220 um2. The final wirelength is around 12 mm. Summing over every cut layer, the via total after detailed routing is 4827.

Before any placement, the netlist area is recorded as between 5000 and 6000 um2. Counting the fill cells in the layout gives roughly 900. The portion of total power attributed to sequential cells is about 45%. The TritonCTS clock tree is done. The average wire per standard cell is about 13 um.

The count of warning messages emitted by the tools is 39. The OpenROAD report gives the critical path a required time of approximately 4.3 ns. The flow ran to the end, and the final reports show no timing, DRC or antenna violations. The global-route wire length before repair is between 15 and 20 mm.

Looking at the max-slew report, the worst-margin pin has a slew of 0.7902 ns. The start point of the worst min-delay path is text_active1_d$_DFF_P_. The top cell types in the final layout, fill and taps aside, are 82 x sky130_fd_sc_hd__dfxtp_1, 71 x sky130_fd_sc_hd__clkdlybuf4s50_1, 62 x sky130_fd_sc_hd__nand2_1. The insertion delay at the late pin of the worst-skew pair is 0.35 ns.

The layout cell share with drive strength beyond 1 is 11.02%. Per the CTS log, the buffer count on the longest clock path is 2. The minimum period implied by the final worst setup slack is about 3.7 ns. Counting flops with a built-in enable in the synthesized netlist gives 0. The count of max-cap constraint violations is 0.

The core region area is ~10000 um2. In this run the count of I/O pins placed on the die edge is a little over 70. A synthesized cell averages 8.022 um2. Per the placement log, port buffering inserted slightly above 70 buffers. The diode insertion count for antenna repair is 0.

Counting the warning lines in the Yosys log gives 6. Of the total power, combinational logic draws between 20% and 30%. Per the CTS log, the maximum H-tree level is 3. At the floorplan stage, the core utilization is reported as about half.

The reg-to-reg endpoint is bitmap_d[6]$_SDFF_PN0_. The die span in x is 105.9 um. The root buffer cell is sky130_fd_sc_hd__clkbuf_8. Detailed-route iteration 0 reported a violation count of around 170. The highest cell delay on the worst timing path is 0.42 ns. Dividing total power by cell area gives a power density of roughly 310 nW/um2. The placed instances occupy a cell area of around 6300 um2.

The cell count of the worst hold path is 2. By instance count after routing, the leading logic cell type is sky130_fd_sc_hd__dfxtp_1. After routing, the total negative slack on setup checks comes to 0 ns. The via count of the first global-routing pass was between 4000 and 5000. The switching power share of the total is between 20 and 30%. The tally of unique sky130hd cells used after synthesis is ~77. The total global routing overflow is 0. The proportion of synthesized chip area in sequential cells is between 30 and 40%. The worst setup path is launched from an input pin.

Across every metal layer, demand over resource in global routing totals 21.85%. The power report lists cell-internal power as between 1 and 1.5 mW. Per the synth stats, the proportion of register bits with asynchronous set or reset is 0%. The clock network is responsible for ~31% of the overall power. The chip area estimate from yosys synthesis is 5399 um2.

Across the routed clock network, the largest skew measured is between 0.006 and 0.007 ns. The library cell contributing the largest single delay on the critical path is sky130_fd_sc_hd__clkdlybuf4s50_1. The flow measured a signed area growth from synthesis to layout of 19.86%. The worst setup path is captured at a flip-flop. The average via count per standard cell is around 5.5. The final number of setup-violating endpoints is 0. STA shows the worst min-delay path finishing at b[6]$_DFF_P_. The die span in y is approximately 110 um.

The setup check on the worst reg-to-reg path leaves a slack of around 2 ns. After detailed routing, the number of remaining DRC violations is 0. The count of instantiated cells in the yosys netlist is 673. The worst relative slew slack is around 47%. The number of routed nets with antenna violations is 0. For this run, the leading register cell type out of synthesis is sky130_fd_sc_hd__dfxtp_1. The endpoint arrival time on the critical path is 4.00 ns. The clock transition time at the flip-flop clock pins of the worst setup and hold paths is ~0.08 ns. The layout stage reports a final design area of approximately 6500 um2.

The leakage power figure is 2.644 nW. Counting every sink on the clock net gives between 80 and 90. Setup repair after global routing left no endpoint under its margin. After clock tree synthesis, the setup repair step added 0 buffers.

Once the clock tree was built, the resizer swapped 0 gates to a different size. The number of antenna violations at the first check in global routing is 0. The HPWL after detailed placement is 8.810 mm. The post-route clock period utilization is between 90% and 100%. The pin count of the biggest net entering global routing is 24. For reference, the final report shows the max-slew violation count at 0. The start of the worst register-to-register path is char_code[1]$_DFF_P_. The floorplan has 37 rows. IR analysis of the VDD net gives a maximum drop of slightly below 0.0002 V. The global placer's final weighted congestion is about 0.95. The instance tally after logic synthesis is just under 700. TritonCTS created 9 clock buffers. The achievable clock frequency is around 270 MHz. STA lists the maximum fanout along the critical path as 8.

The number of storage elements in the synthesis netlist is around 82. The net switching power in the latest report is roughly 580 uW. The number of cells on the worst reg-to-reg path is 4. Hold-check failures listed in the final report amount to 0.
## synthesized netlist by cell type (3+ instances only)
cell type	n	area, um2
sky130_fd_sc_hd__dfxtp_1	82	1642
sky130_fd_sc_hd__nand2_1	62	232.7
sky130_fd_sc_hd__a21oi_1	54	270.3
sky130_fd_sc_hd__o21ai_0	51	255.2
sky130_fd_sc_hd__nor2_1	49	183.9
sky130_fd_sc_hd__inv_1	35	131.4
sky130_fd_sc_hd__ha_1	27	337.8
sky130_fd_sc_hd__clkbuf_1	26	97.59
sky130_fd_sc_hd__buf_4	21	157.7
sky130_fd_sc_hd__nor2b_1	17	106.4
sky130_fd_sc_hd__mux2i_1	16	160.2
sky130_fd_sc_hd__nor3_1	16	80.08
sky130_fd_sc_hd__nand2b_1	15	93.84
sky130_fd_sc_hd__xnor2_1	13	113.9
sky130_fd_sc_hd__nand3_1	12	60.06
sky130_fd_sc_hd__and2_1	10	62.56
sky130_fd_sc_hd__nand3b_1	10	75.07
sky130_fd_sc_hd__a31oi_1	9	56.30
sky130_fd_sc_hd__a21o_1	7	52.55
sky130_fd_sc_hd__nor4_1	7	43.79
sky130_fd_sc_hd__o22ai_1	7	43.79
sky130_fd_sc_hd__a22oi_1	6	45.04
sky130_fd_sc_hd__mux2_2	6	67.56
sky130_fd_sc_hd__a211oi_1	5	37.54
sky130_fd_sc_hd__o211ai_1	5	37.54
sky130_fd_sc_hd__o21bai_1	5	37.54
sky130_fd_sc_hd__o31ai_1	5	37.54
sky130_fd_sc_hd__a311oi_1	4	35.03
sky130_fd_sc_hd__buf_2	4	20.02
sky130_fd_sc_hd__mux4_2	4	90.09
sky130_fd_sc_hd__nand4b_1	4	35.03
sky130_fd_sc_hd__or3_1	4	25.02
sky130_fd_sc_hd__xor2_1	4	35.03
sky130_fd_sc_hd__a22o_1	3	26.28
sky130_fd_sc_hd__a41oi_1	3	26.28
sky130_fd_sc_hd__maj3_1	3	30.03
sky130_fd_sc_hd__nand4_1	3	18.77
sky130_fd_sc_hd__nor3b_1	3	22.52
sky130_fd_sc_hd__o21a_1	3	22.52
sky130_fd_sc_hd__o22a_1	3	26.28
sky130_fd_sc_hd__or2_2	3	18.77
## per-stage QoR
step | setup slack (ns) | util, % | power, mW | hold WS, ns | cells
floorplan | 0.08125 | - | 1.241 | 0.4087 | 673
CTS | 0.3140 | 62.13 | 2.014 | 0.4355 | 880
global route | 0.05267 | 62.13 | 2.119 | 0.4826 | 880
detailed placement | -0.04759 | 60.17 | 1.404 | 0.4238 | 864
finish | 0.2791 | 62.13 | 1.998 | 0.4334 | 880
global placement | 0.003400 | 60.17 | 1.398 | 0.4221 | 864
## layer usage
metal	part of all wire (%)	track usage (%)	up-vias
met4	1.1	2.083	0
met5	0	0	-
met2	44	34.31	140
li1	-	-	2514
met1	49	33.46	2161
met3	6.4	3.627	12
## power groups by stage
stage                 clock network (mW)  logic [mW]  registers [mW]
after global routing               0.669       0.551           0.900
final                              0.609       0.495           0.894
after CTS                          0.625       0.494           0.895
## kinds of logic (layout without fill, tap and decap cells)
| group | count (synthesis) | count (layout) | synth area share, % |
|---|---|---|---|
| simple gates | 224 | 224 | 21.16 |
| compound gates | 196 | 196 | 23.76 |
| buf+inv | 95 | 166 | 8.529 |
| flops | 82 | 82 | 30.41 |
| fa+ha+maj | 31 | 31 | 7.022 |
| mux | 28 | 28 | 6.373 |
| xor+xnor | 17 | 17 | 2.758 |
## cell type report
class | count | area (um2) | share of cell area [%]
Multi-Input combinational cell | 496 | 3297 | 50.95
Sequential cell | 82 | 1642 | 25.37
Timing Repair Buffer | 110 | 1003 | 15.51
Tap cell | 136 | 170.2 | 2.630
Inverter | 40 | 155.1 | 2.398
Clock buffer | 11 | 141.4 | 2.185
Clock inverter | 5 | 62.56 | 0.9667
## worst max-delay path by stage
stage / cells after the start / startpoint / endpoint / slack [ns]
CTS: 15 / count[5] / chars_count[8][3]$_DFF_P_ / 0.31
global route: 15 / count[5] / chars_count[8][3]$_DFF_P_ / 0.05
finish: 15 / count[5] / chars_count[8][3]$_DFF_P_ / 0.28
## worst max-delay path: cells and delay by family
family,cells,cell delay [ns]
adder cells (fa/ha/maj),2,0.52
AND/OR/NAND/NOR,4,0.84
AND-OR/OR-AND,7,1.28
buffers and inverters,2,0.58
Power figures rest on the tool's default switching activity, not on a simulated workload.
