`design/flow/design.v`:
```
module font_rom (
    input  wire [3:0] char_code,    
    input  wire [2:0] row,          
    output reg [7:0] bitmap         
);
    always @(*) begin
        bitmap = 8'b00000000;   
        case (char_code)
            4'd0: case (row)
                0: bitmap = 8'b00111100;
                1: bitmap = 8'b01100110;
                2: bitmap = 8'b01101110;
                3: bitmap = 8'b01110110;
                4: bitmap = 8'b01100110;
                5: bitmap = 8'b01100110;
                6: bitmap = 8'b00111100;
                7: bitmap = 8'b00000000;
            endcase
            4'd1: case (row)
                0: bitmap = 8'b00011000;
                1: bitmap = 8'b00111000;
                2: bitmap = 8'b00011000;
                3: bitmap = 8'b00011000;
                4: bitmap = 8'b00011000;
                5: bitmap = 8'b00011000;
                6: bitmap = 8'b01111110;
                7: bitmap = 8'b00000000;
            endcase
            4'd2: case (row)
                0: bitmap = 8'b00111100;
                1: bitmap = 8'b01100110;
                2: bitmap = 8'b00000110;
                3: bitmap = 8'b00001100;
                4: bitmap = 8'b00110000;
                5: bitmap = 8'b01100000;
                6: bitmap = 8'b01111110;
                7: bitmap = 8'b00000000;
            endcase
            4'd3: case (row)
                0: bitmap = 8'b00111100;
                1: bitmap = 8'b01100110;
                2: bitmap = 8'b00000110;
                3: bitmap = 8'b00011100;
                4: bitmap = 8'b00000110;
                5: bitmap = 8'b01100110;
                6: bitmap = 8'b00111100;
                7: bitmap = 8'b00000000;
            endcase
            4'd4: case (row)
                0: bitmap = 8'b00001100;
                1: bitmap = 8'b00011100;
                2: bitmap = 8'b00111100;
                3: bitmap = 8'b01101100;
                4: bitmap = 8'b01111110;
                5: bitmap = 8'b00001100;
                6: bitmap = 8'b00001100;
                7: bitmap = 8'b00000000;
            endcase
            4'd5: case (row)
                0: bitmap = 8'b01111110;
                1: bitmap = 8'b01100000;
                2: bitmap = 8'b01111100;
                3: bitmap = 8'b00000110;
                4: bitmap = 8'b00000110;
                5: bitmap = 8'b01100110;
                6: bitmap = 8'b00111100;
                7: bitmap = 8'b00000000;
            endcase
            4'd6: case (row)
                0: bitmap = 8'b00111100;
                1: bitmap = 8'b01100000;
                2: bitmap = 8'b01111100;
                3: bitmap = 8'b01100110;
                4: bitmap = 8'b01100110;
                5: bitmap = 8'b01100110;
                6: bitmap = 8'b00111100;
                7: bitmap = 8'b00000000;
            endcase
            4'd7: case (row)
                0: bitmap = 8'b01111110;
                1: bitmap = 8'b00000110;
                2: bitmap = 8'b00001100;
                3: bitmap = 8'b00011000;
                4: bitmap = 8'b00110000;
                5: bitmap = 8'b00110000;
                6: bitmap = 8'b00110000;
                7: bitmap = 8'b00000000;
            endcase
            4'd8: case (row)
                0: bitmap = 8'b00111100;
                1: bitmap = 8'b01100110;
                2: bitmap = 8'b01100110;
                3: bitmap = 8'b00111100;
                4: bitmap = 8'b01100110;
                5: bitmap = 8'b01100110;
                6: bitmap = 8'b00111100;
                7: bitmap = 8'b00000000;
            endcase
            4'd9: case (row)
                0: bitmap = 8'b00111100;
                1: bitmap = 8'b01100110;
                2: bitmap = 8'b01100110;
                3: bitmap = 8'b00111110;
                4: bitmap = 8'b00000110;
                5: bitmap = 8'b00000110;
                6: bitmap = 8'b00111100;
                7: bitmap = 8'b00000000;
            endcase
            4'd10: case (row)  
                0: bitmap = 8'b00000000;
                1: bitmap = 8'b00000000;
                2: bitmap = 8'b00011000;
                3: bitmap = 8'b00011000;
                4: bitmap = 8'b00000000;
                5: bitmap = 8'b00011000;
                6: bitmap = 8'b00011000;
                7: bitmap = 8'b00000000;
            endcase
            default: bitmap = 8'b00000000;
        endcase
    end
endmodule
module text_renderer #(
    parameter H_ACTIVE = 640,
    parameter V_ACTIVE = 480,
    parameter SCALE = 4      
)(
    input wire clk,
    input wire [9:0] x, y,
    input wire [4:0] hour,
    input wire [5:0] min,
    input wire [5:0] sec,
    output reg [7:0] r, g, b
);
    reg [3:0] char_code;
    reg [2:0] row;
    wire [7:0] bitmap;
    (* keep = "true" *) font_rom font (
        .char_code(char_code),
        .row(row),
        .bitmap(bitmap)
    );
    (* keep = "true" *) wire [11:0] debug_font = {char_code, row, bitmap[7:4]};
    localparam TEXT_X = (H_ACTIVE - 8 * 8 * SCALE) / 2;
    localparam TEXT_Y = (V_ACTIVE - 8 * SCALE) / 2;
    reg [3:0] chars [0:7];   
    always @(posedge clk) begin
        chars[0] <= (hour / 10) % 10;
        chars[1] <= (hour % 10);
        chars[2] <= 4'd10;  
        chars[3] <= (min / 10) % 10;
        chars[4] <= (min % 10);
        chars[5] <= 4'd10;
        chars[6] <= (sec / 10) % 10;
        chars[7] <= (sec % 10);
    end
    wire in_text_area = (x >= TEXT_X) && (x < TEXT_X + 8 * 8 * SCALE) && 
                        (y >= TEXT_Y) && (y < TEXT_Y + 8 * SCALE);
    wire [9:0] rel_x = x - TEXT_X;
    wire [9:0] rel_y = y - TEXT_Y;
    wire [3:0] char_index = rel_x / (8 * SCALE);   
    wire [9:0] char_x = rel_x % (8 * SCALE);
    wire [9:0] char_y = rel_y;
    wire [2:0] font_col = char_x / SCALE;
    wire [2:0] font_row = char_y / SCALE;
    always @(*) begin
        if (in_text_area && char_index[2:0] < 8) begin
            char_code = chars[char_index[2:0]];   
            row = font_row;   
        end else begin
            char_code = 4'h0;   
            row = 3'h0;        
        end
    end
    reg [2:0] font_col_d;
    reg [4:0] font_row_d;
    reg text_active_d;
    reg [3:0] char_index_d;
    reg [7:0] bitmap_d;
    always @(posedge clk) begin
        font_col_d <= font_col;
        font_row_d <= font_row;
        text_active_d <= in_text_area;
        char_index_d <= char_index[3:0];   
        bitmap_d <= bitmap;
    end
    always @(posedge clk) begin
        r <= 8'h00;
        g <= 8'h00;
        b <= 8'h00;
        if (text_active_d) begin
            if (bitmap_d[7 - font_col_d]) begin
                if (char_index_d == 0 || char_index_d == 1) begin
                    r <= 8'hFF;
                    g <= 8'hFF;
                    b <= 8'hFF;
                end else if (char_index_d == 3 || char_index_d == 4) begin
                    r <= 8'hFF;
                    g <= 8'hFF;
                    b <= 8'hFF;
                end else if (char_index_d == 6 || char_index_d == 7) begin
                    r <= 8'hFF;
                    g <= 8'hFF;
                    b <= 8'hFF;
                end else begin
                    r <= 8'hFF;
                    g <= 8'hFF;
                    b <= 8'hFF;
                end
            end
        end else if (x < H_ACTIVE && y < V_ACTIVE) begin
            r <= 8'h00;
            g <= 8'h00;
            b <= 8'h00;
        end
    end
endmodule
```
`design/flow/config.mk`:
```
export PLATFORM = sky130hd
export DESIGN_NAME = text_renderer
export DESIGN_NICKNAME = text_renderer
export VERILOG_FILES = /design/flow/design.v
export SDC_FILE = /design/flow/constraint.sdc
export NUM_CORES = 4
export LEC_CHECK = 1
export CORE_UTILIZATION = 30
```
`design/flow/constraint.sdc`:
```
current_design text_renderer

set clk_period 3.2
set clk_io_pct 0.2

create_clock -name clk0 -period $clk_period [get_ports {clk}]

set non_clock_inputs [all_inputs -no_clocks]
set_input_delay [expr $clk_period * $clk_io_pct] -clock clk0 $non_clock_inputs
set_output_delay [expr $clk_period * $clk_io_pct] -clock clk0 [all_outputs]
```
`design/flow/run.sh`:
```
#!/bin/bash
# OpenROAD 26Q1-2900-gdf79404cd8, Yosys 0.63+post, stock flow scripts
make -C /OpenROAD-flow-scripts/flow DESIGN_CONFIG=/design/flow/config.mk WORK_HOME=/design/flow/orfs finish
```
==> run summary <==
The implementation run finished. The flow ran to the end, and the final reports show no timing, DRC or antenna violations. Nets still carrying antenna violations after routing amount to 0. Cell row count landed at 35.

STA classifies the critical path endpoint as a register. Clock-pin slew reported for the worst setup and hold paths after clock tree synthesis landed at 60 ps. Summed over all cells, the static leakage comes to 1.70 nW. Area of the chip landed at 9790 um2. Minimum clock period after layout landed at 3070 ps. Worst hold slack landed at between 400 and 500 ps.

For this run, the top clock speed supported by timing is 325 MHz. Total grt overflow landed at 0. For this design the ratio of total power to cell area is ~290 nW/um2.

After detailed routing, the number of remaining DRC violations is 0. Final tally of max-slew violations landed at 0. Horizontal extent of the die landed at ~99 um. The floorplan step defined a core boundary enclosing approximately 9200 um2.

Number of cells traversed by the worst register-to-register path landed at 7. Post-synthesis to final-layout area growth landed at 43.9%. Entering global routing, the biggest net connects 25 pins. The H-tree was split into 2 levels. Setup repair after global routing left no endpoint under its margin.

Initial standard-cell utilization of the core landed at 30.8%. Mean instance size in the synthesized netlist landed at 8.17 um2. According to the timing report, the arrival time at the worst endpoint equals about 3200 ps. Number of clock sinks seen by CTS landed at 31.

The worst setup path is launched from a primary input. The endpoint of the worst hold path is reported as g[6]. Final weighted congestion of routability-driven global placement landed at slightly below 1. Post-route period utilization is reported as between 90% and 100%. The end-of-flow timing check tallies setup violations at 0. Measured slew at the worst slew-check pin landed at 643 ps. The first global-routing pass estimated 12.6 mm of wire.

Largest stage delay on the critical path landed at 460 ps. Max-capacitance violation count landed at 0. Measured along the y axis, the die boundary spans 99.0 um.

For reference, the critical path cell chain is clkdlybuf4s50_1 > buf_4 > nor2b_1 > buf_4 > a22oi_1 > o221ai_2 > nand3_4 > inv_2 > buf_4 > nor3_1 > a31oi_1 > o211ai_1 > a221o_1. The root buffer cell chosen for the clock tree is sky130_fd_sc_hd__clkbuf_8. Per the CTS log, the buffer count on the longest clock path is 2. For this run, the detailed router reports a per-instance via density of 5.02. Wire length reported by the detailed router landed at 7.63 mm. Clock latency on the worst-skew pair landed at 280 ps. Number of cells traversed by the worst hold path landed at 1. In this run, the number of DRC markers left after iteration 0 of detailed routing was between 100 and 150. Netlist area before placement landed at roughly 2800 um2. Number of warnings issued by yosys landed at 3. Via total after detailed routing landed at 2773. STA lists the startpoint of the worst register-to-register path as chars[7][0]. The number of antenna violations at the first check in global routing was 0. Cells with a size suffix above 1 make up 27.4% of the layout. Routed wirelength normalized by instance count landed at ~14 um. Number of warnings the tools reported landed at 35.

In this run the register-to-register setup slack is roughly 900 ps. Pre-CTS setup slack landed at -377 ps. TritonCTS built the clock tree.

Total global-route track usage over all layers is between 15 and 20%. In this run the worst hold path is classified as reg2reg. Count of boundary I/O pins landed at 62. Per the hold report, the tightest min-delay path originates at font_col_d[1].

Worst relative slew slack landed at 57.0%. The critical path's slowest stage uses the library cell sky130_fd_sc_hd__clkdlybuf4s50_1. Setup slack of the critical path after layout landed at 125 ps. Per the timing report, the most critical flop-to-flop path finishes at bitmap_d[5].

In this run, CTS created clock tree buffers numbering 5. Final hold violation count landed at 0. Instance count of the mapped netlist landed at 345. Number of global-route vias before repair landed at 2623. Per STA, the library cell used most along the worst path is sky130_fd_sc_hd__buf_4. Estimated wirelength of the detail-placed design landed at about 5.9 mm. For this run, the detailed router's first-pass iteration total came to 4. Antenna diode count landed at 0.

Input and output buffers added on the ports amount to between 50 and 60. Clock skew on the completed layout was measured at 6.75 ps. Worst-path maximum fanout landed at 10. The worst setup path is of the in2reg kind.

The worst VDD IR drop from the latest analysis is 0.226 mV. Data required time at the worst endpoint landed at 3350 ps.
worst max path at each step:
| stage | endpoint | cells after the start | slack (ps) | start |
|---|---|---|---|---|
| after CTS | bitmap_d[2] | 11 | 2 | x[6] |
| after global routing | bitmap_d[6] | 12 | 4 | x[5] |
| final | bitmap_d[5] | 13 | 130 | x[5] |
cell type report:
cell class	instances	area, um2
Timing Repair Buffer	128	1140
Clock buffer	6	82.6
Multi-Input combinational cell	249	1950
Sequential cell	31	621
Clock inverter	2	35.0
Fill cell	863	5090
Inverter	25	95.1
Tap cell	111	139
layer usage:
metal  vias up  GRT usage, %  part of all wire, %
met5         -             0                    0
met4         0          3.67                  2.0
met3        15          1.95                  7.1
met2       116          25.6                   44
met1      1229          23.5                   47
li1       1413             -                    -
critical path: cells and delay by family:
kind,cells,cell delay [ps]
buffers and inverters,5,1120
and+or+nand+nor,3,410
AOI/OAI and AO/OA,5,1030
cells in the final DEF (no fill, tap or decap), types with 9 or more instances in the layout:
cell type / count
sky130_fd_sc_hd__a21oi_1: 23
sky130_fd_sc_hd__buf_4: 68
sky130_fd_sc_hd__clkdlybuf4s50_1: 55
sky130_fd_sc_hd__dfxtp_1: 31
sky130_fd_sc_hd__ha_1: 10
sky130_fd_sc_hd__inv_1: 22
sky130_fd_sc_hd__nand2_1: 22
sky130_fd_sc_hd__nor2_1: 19
sky130_fd_sc_hd__o21ai_0: 18
sky130_fd_sc_hd__xnor2_1: 9
timing repair:
| action | in CTS | in global routing |
|---|---|---|
| gates resized | 8 | 16 |
| pin swaps | 1 | 6 |
| gates cloned | 0 | 1 |
| hold buffers | 0 | 0 |
| setup buffers | 1 | 0 |
| setup endpoints to repair | 6 | 6 |
where the power goes:
group | total [W] | switching (W) | leakage [nW] | internal [W]
combinational | 0.000330 | 0.000153 | 1.38 | 0.000177
clock | 0.000396 | 0.000145 | 0.0612 | 0.000252
sequential | 0.000447 | 0.0000159 | 0.259 | 0.000432
metrics by stage:
step                power, W  utilization (%)  instance area [um2]  setup TNS [ps]  cells
detailed placement  0.000770             41.5                 3790           -2020    542
CTS                  0.00118             43.2                 3950               0    551
global route         0.00124             44.3                 4060               0    552
finish               0.00117             44.3                 4060               0    552
floorplan           0.000642                -                 2820               0    345
global placement    0.000768             41.5                 3790           -1990    542
registers in the layout, indices dropped and copies added (netlist names):
register and cells:
bitmap_d 6, chars 20, font_col_d 3, g 1, text_active_d 1
No activity file was given, so power comes from the tool's default toggle rates.
